==> ./design.v <==
module LCDTestor
(
	clk,rst_n,key_in,
	vga_r,vga_g,vga_b,
	vga_hsy,vga_vsy,vga_clk,vga_de,
	led,led1
);
parameter WIDTH = 32;
input	clk;
input rst_n, key_in; 
output[7:0] vga_r;
output[7:0] vga_g;
output[7:0] vga_b;
output reg vga_hsy,vga_vsy;
output reg vga_clk, vga_de;
output reg led;
wire key_out;
output led1;
reg [WIDTH-1:0] count = 32'd0;
	parameter VGA_HTT = 12'd1344-12'd1;	 
	parameter VGA_HST = 12'd136;		 
	parameter VGA_HBP = 12'd160;		 
	parameter VGA_HVT = 12'd1024;	 
	parameter VGA_HFP = 12'd24;		 
	parameter VGA_VTT = 12'd806-12'd1;	 
	parameter VGA_VST = 12'd6;		 
	parameter VGA_VBP = 12'd29;		 
	parameter VGA_VVT = 12'd600;	 
	parameter VGA_VFP = 12'd3;		 
	parameter VGA_CORBER = 12'd128;	 
reg[11:0] xcnt;
reg[11:0] ycnt;
reg		 dvi_clk;
reg vga_valid;
reg key_now;
reg key_pre;
wire key_neg;
key_neg_sig U1(
					.clk(clk),
					.rstn(rst_n),
					.key_in(key_in),
					.key_neg(key_neg));
get_key U2(
				.clk(clk),
				.rstn(rst_n),
				.key_in(key_in),
				.key_neg(key_neg),
				.key_out(key_out));
always @(posedge clk or negedge rst_n)
	if(!rst_n)begin
		dvi_clk <= 1'b0;
		vga_clk <= 1'b0;
	end
	else begin
		count <= count + 1;
		dvi_clk <= dvi_clk + 1'b1;
			vga_clk <= ~vga_clk;
	end
always @(posedge vga_clk or negedge rst_n)
	if(!rst_n) xcnt <= 12'd0;
	else if(xcnt >= VGA_HTT) xcnt <= 12'd0;
	else xcnt <= xcnt+1'b1;
always @(posedge vga_clk or negedge rst_n)
	if(!rst_n) ycnt <= 12'd0;
	else if(xcnt == VGA_HTT) begin
		if(ycnt >= VGA_VTT) ycnt <= 12'd0;
		else ycnt <= ycnt+1'b1;
	end
	else ;
always @(posedge vga_clk or negedge rst_n)
	if(!rst_n) vga_hsy <= 1'b0;
	else if(xcnt < VGA_HST) vga_hsy <= 1'b1;
	else vga_hsy <= 1'b0;
always @(posedge vga_clk or negedge rst_n)
	if(!rst_n) vga_vsy <= 1'b0;
	else if(ycnt < VGA_VST) vga_vsy <= 1'b1;
	else vga_vsy <= 1'b0;	
reg[7:0] x;
reg[7:0] grayscale;
always @(posedge vga_clk or negedge rst_n)
	if(!rst_n) vga_de <= 1'b0;
	else if((xcnt >= (VGA_HST+VGA_HBP)) && (xcnt < (VGA_HST+VGA_HBP+VGA_HVT))
				&& (ycnt >= (VGA_VST+VGA_VBP)) && (ycnt < (VGA_VST+VGA_VBP+VGA_VVT)))
	begin
		vga_de <= 1'b1;
		x = (xcnt - (VGA_HST+VGA_HBP))/4;
		if (((ycnt - (VGA_VST+VGA_VBP)) >= 0) && ((ycnt - (VGA_VST+VGA_VBP)) < 150))
			grayscale = 0 * 8 * 8 + ((xcnt - (VGA_HST+VGA_HBP)) / 128) * 8;
		else if (((ycnt - (VGA_VST+VGA_VBP)) >= 150) && ((ycnt - (VGA_VST+VGA_VBP)) < 300))
			grayscale = 1 * 8 * 8 + ((xcnt - (VGA_HST+VGA_HBP)) / 128) * 8;
		else if (((ycnt - (VGA_VST+VGA_VBP)) >= 300) && ((ycnt - (VGA_VST+VGA_VBP)) < 450))
			grayscale = 2 * 8 * 8 + ((xcnt - (VGA_HST+VGA_HBP)) / 128) * 8;
		else if (((ycnt - (VGA_VST+VGA_VBP)) >= 450) && ((ycnt - (VGA_VST+VGA_VBP)) < 600))
			grayscale = 3 * 8 * 8 + ((xcnt - (VGA_HST+VGA_HBP)) / 128) * 8;
	end
	else vga_de <= 1'b0;
reg[7:0] val_r;
reg[7:0] val_g;
reg[7:0] val_b;
reg[4:0] switch;
always @(posedge clk or negedge rst_n)
	if(!rst_n)begin 
		led <= 1'b1;
		switch <= 4'b0;
	end
	else if (key_out)
	begin
			led <= ~led;
			switch <= switch + 1'b1;
			if (switch == 4'd8)
				switch <= 4'd0;
	end
	else
		led <= led;
always @(posedge clk or negedge rst_n)
	if(!rst_n) begin
		val_r <= 8'b0;
		val_g <= 8'b0;
		val_b <= 8'b0;
	end
	else if (switch === 4'd0)begin
		val_r <= 8'b11111111;
		val_g <= 8'b0;
		val_b <= 8'b0;
	end
	else if (switch === 4'd1)begin
		val_r <= 8'b0;
		val_g <= 8'b11111111;
		val_b <= 8'b0;
	end
	else if (switch === 4'd2)begin
		val_r <= 8'b0;
		val_g <= 8'b0;
		val_b <= 8'b11111111;
	end
	else if (switch === 4'd3)begin
		val_r <= 8'b0;
		val_g <= 8'b0;
		val_b <= 8'b0;
	end
	else if (switch === 4'd4)begin
		val_r <= 8'b11111111;
		val_g <= 8'b11111111;
		val_b <= 8'b11111111;
	end
	else if (switch === 4'd5)begin
		val_r <= x;
		val_g <= 8'b0;
		val_b <= 8'b0;
	end
	else if (switch === 4'd6)begin
		val_r <= 8'b0;
		val_g <= x;
		val_b <= 8'b0;
	end
	else if (switch === 4'd7)begin
		val_r <= 8'b0;
		val_g <= 8'b0;
		val_b <= x;
	end
	else if (switch === 4'd8)begin
		val_r <= grayscale;
		val_g <= grayscale;
		val_b <= grayscale;
	end
assign vga_r = val_r;
assign vga_g = val_g;
assign vga_b = val_b;
assign led1 = count[24];
endmodule
module get_key(
						 input clk, rstn,
						 input key_in,
						 input key_neg,
						 output reg key_out);
parameter T_10ms = 22'd1250_000;  
reg[31:0]cnt_T;
always@(posedge clk or negedge rstn)
	if (!rstn)
		cnt_T <= 0;
	else if (key_neg)
		cnt_T <= 0;
	else
		cnt_T <= cnt_T +1'b1;
always@(posedge clk or negedge rstn)
	if (!rstn)
		key_out <= 1'b0;
	else if (cnt_T == T_10ms)
		key_out <= ~key_in;
	else
		key_out <= 1'b0;
endmodule
module key_neg_sig(
						 input clk, rstn,
						 input key_in,
						 output key_neg);
reg key_now;
reg key_pre;
always@(posedge clk or negedge rstn)
	if (!rstn)begin
		key_now <= 1'b1;
		key_pre <= 1'b1;
	end
	else begin
		key_now <= key_in;
		key_pre <= key_now;
	end
assign key_neg = (!key_now)&key_pre;
endmodule						 
==> ./run.sh <==
#!/bin/bash
# OpenROAD 26Q1-2900-gdf79404cd8, Yosys 0.63+post, stock flow scripts
make -C /OpenROAD-flow-scripts/flow DESIGN_CONFIG=/design/flow/config.mk WORK_HOME=/design/flow/orfs finish
==> ./config.mk <==
export PLATFORM = sky130hd
export DESIGN_NAME = LCDTestor
export DESIGN_NICKNAME = LCDTestor
export VERILOG_FILES = /design/flow/design.v
export SDC_FILE = /design/flow/constraint.sdc
export NUM_CORES = 4
export LEC_CHECK = 1
export CORE_UTILIZATION = 30
==> ./constraint.sdc <==
current_design LCDTestor

set clk_period 4.7
set clk_io_pct 0.2

create_clock -name clk0 -period $clk_period [get_ports {clk}]

set non_clock_inputs [all_inputs -no_clocks]
set_input_delay [expr $clk_period * $clk_io_pct] -clock clk0 $non_clock_inputs
set_output_delay [expr $clk_period * $clk_io_pct] -clock clk0 [all_outputs]
==> run summary <==
Results of the flow run.

The number of global-route vias before repair came to 4506. Between the synthesized netlist and the finished layout, the area growth was recorded as 12.17%. Per the detail_route report, the via count comes to 4782. The slowest stage of the critical path belongs to the cell clkdlybuf4s50_1. After synthesis, the cell types taking the most area are dfrtp_1 33%, edfxtp_1 17%, xnor2_1 5.5%. The worst setup path is launched from a flip-flop. After synthesis the netlist holds a flip-flop and latch count of 131.

The total wire length after detailed routing stands at 12.88 mm. After synthesis, the mean cell area works out to 9.707 um2. The power per unit of standard cell area stands at 210.6 mW/mm2. As logged by OpenROAD, the buffers inserted on ports number 32.

The worst setup path is of the reg -> out kind. The max-capacitance violation count stands at 0. TritonCTS built the clock tree. The highest supply drop recorded on VDD is 0.1728 mV. The later pin in the worst-skew pair is clocked with a latency of 340 ps. The synthesized area stands at 0.006814 mm2.

The fraction of post-synthesis cell area in the top cell type by area stands at 33.05%. Setup slack on the critical path of the routed design comes to 2235 ps. The power report attributes to the sequential group a share of 54.4%.

The clock skew after layout stands at 6.165 ps. Entering global routing, the biggest net connects 52 pins. The global routing report lists combined usage of all routing layers as 11.73%. Counting endpoints that fail hold in the final report gives 0.

The total CTS buffers stands at 9. Among cell families on the critical path, the largest total delay comes from buffers and inverters. The worst pin sits at a relative slew slack of 46.30%. The number of antenna violations at the first check in global routing was 0. In this run, synthesis inferred 38 flip-flops with an integrated enable. The share of the core area taken by cells at floorplan is 30.94%. The count of hold-fix buffers inserted at cts stands at 0. For reference, the critical path cell chain is buf_4, clkdlybuf4s50_1.

The global-route wire length before repair stands at 22.36 mm. Sequential cells were found to cover 50.95% of the synthesized design area. The number of unconstrained endpoints stands at 55. The routed design could run at a clock period as short as 2465 ps. The count of final max-slew check failures stands at 0.

After the first detailed-routing iteration, the DRC count stood at 211. In the synthesis report, Yosys lists the chip area as 0.006814 mm2. The synthesis report names the predominant flop master as dfrtp_1.

In this run, post-CTS repair resized a total of 0 instances. Setup repair after global routing left no endpoint under its margin. Sorting the Yosys area breakdown by cell type puts at the top dfrtp_1.

The number of cell instances after yosys synthesis stands at 702. The buffer levels on the longest clock path stands at 2. The leakage power stands at 3.010 nW. The overall overflow remaining after global route stands at 0. Checking hold timing, the worst path is listed with class reg -> reg. The final critical-path share of the clock period stands at 52.45%. The mean number of vias per cell stands at 4.787. The die span in y stands at 152.7 um. Switching power as a fraction of the total was reported as 22.31%. The detailed-placement wirelength estimate stands at 9.011 mm. The fraction of registers with async set/reset stands at 70.99%.

The die is 152.7 um wide. The final timing report counts setup violations totalling 0. The floorplan has 54 rows.

The number of distinct standard cells referenced by the synthesized netlist stands at 66. The critical path buffer and inverter count stands at 2. The number of register pins that no clock reaches stands at 40. The fraction of final layout cells with drive strength greater than 1 stands at 4.729%.

Looking at the critical path, the highest net fanout was 42. The H-tree was split into 3 levels. STA classifies the critical path endpoint as a primary output.

Per the gpl log, the routability congestion estimate is 0.8391. The flow ran to the end, and the final reports show no timing, DRC or antenna violations. The cell sitting at the root of the clock tree is a clkbuf_16.

At the worst endpoint, the required time is 3760 ps. By count the netlist is led by 90 x dfrtp_1, 81 x nor2_1, 80 x nand2_1. Data on the critical path arrives at its endpoint at 1530 ps. The most common cell in the synthesized netlist is dfrtp_1.

The highest attainable clock frequency stands at 405.7 MHz. Post-CTS timing repair inserted 0 buffers for setup. Per STA, the highest per-stage delay on the worst path measures 530 ps. The first-pass iteration count of the detailed router stands at 6. Nets still carrying antenna violations after routing amount to 0. The overall die area stands at 0.02332 mm2. The count of boundary I/O pins stands at 33.

The placement-stage worst setup slack stands at 2582 ps. The tightest hold path in the finished design has a slack of 372.0 ps. The layout has 2214 filler cells. The script extracted a net switching power of 359.0 uW. In the routed design, unresolved DRC markers number 0. Synthesis handed over a netlist of 702 instances.

The measured slew at the worst slew-check pin stands at 797.1 ps. The floorplan core area stands at 0.02203 mm2. Across all stage logs, warnings added up to 33. The clock network burns 40.8% of the power. The internal power consumption stands at 1.251 mW.

For the final routed database, the setup TNS stands at 0 ps. The logic gate share of total power stands at 4.8%. For this run, the number of Yosys warnings is 3. The register clock-pin slew on the reported worst setup and hold paths stands at 60 ps. The routed design ends up with an antenna cell count of 0.

The script logs the mean routed wire length per placed instance as 12.89 um.
## logic make-up (layout without fill, tap and decap cells)
kind of cell | after synthesis | after routing | share of synthesized area [%]
simple gates | 298 | 298 | 21.61
flops | 131 | 131 | 50.95
compound gates | 121 | 121 | 11.20
xor+xnor | 78 | 78 | 10.03
buf+inv | 58 | 75 | 3.434
fa+ha+maj | 14 | 14 | 2.571
other cells | 1 | 1 | 0.05503
mux | 1 | 1 | 0.1469
## cells in the final DEF, fill, tap and decap left out, types with 6 or more instances in the layout
cell / instances
clkbuf_16: 9
clkdlybuf4s50_1: 31
or3_1: 6
dfrtp_1: 90
inv_1: 22
nor2_1: 81
and3_1: 17
nand2_1: 80
a21oi_1: 40
nand2b_1: 9
edfxtp_1: 38
ha_1: 14
nand3_1: 35
nor2b_1: 8
nor4_1: 9
nor3_1: 9
buf_4: 6
nand4_1: 11
xor2_1: 35
o21ai_0: 37
xnor2_1: 43
o31ai_1: 6
## metal layers
layer | GRT usage [%] | share of wire, % | wire length (um) | up-vias
li1 | - | - | - | 2459
met4 | 1.299 | 1.2 | 157 | 0
met1 | 18.85 | 52 | 6704 | 2253
met3 | 1.999 | 3.4 | 432 | 11
met2 | 17.63 | 43 | 5583 | 59
met5 | 0 | 0 | 0 | -
## cell type report
| class | count | area [um2] | share of cell area [%] |
|---|---|---|---|
| flip-flops and latches | 131 | 3472 | 45.42 |
| clock buffers | 12 | 246.5 | 3.225 |
| inverters | 22 | 82.58 | 1.080 |
| clock inverters | 4 | 26.28 | 0.3438 |
| repair buffers | 37 | 355.3 | 4.649 |
| well taps | 280 | 350.3 | 4.583 |
| multi-input cells | 513 | 3110 | 40.69 |
## state kept, by name, summed over array words and instances, names as in the netlist
name,flops
U2.cnt_T,32
xcnt,12
vga_clk,1
val_g,8
grayscale,5
vga_de,1
U1.key_now,1
vga_vsy,1
U2.key_out,1
val_r,8
count,25
switch,5
U1.key_pre,1
val_b,8
x,8
ycnt,12
vga_hsy,1
led,1
## final timing paths
path                                  startpoint                     end  slack [ps]  cells past startpoint
max                            vga_clk$_DFF_PN0_                 vga_clk        2230                      2
min                         U1.key_now$_DFF_PN1_    U1.key_pre$_DFF_PN1_         370                      0
max reg2reg                U2.cnt_T[0]$_DFF_PN0_  U2.cnt_T[26]$_DFF_PN0_        2590                      6
min reg2reg                 U1.key_now$_DFF_PN1_    U1.key_pre$_DFF_PN1_         370                      0
max in group asynchronous                  rst_n   switch[4]$_DFFE_PN0P_        3070                      2
min in group asynchronous                  rst_n  U2.cnt_T[24]$_DFF_PN0_         640                      1
## power by group through the flow
stage	registers [mW]	logic (mW)	clock network, mW
4_1_cts	0.875	0.0802	0.683
5_1_grt	0.880	0.0904	0.715
6_report	0.876	0.0768	0.657
## metrics by stage
stage,utilization (%),power [mW],instances,area [um2]
finish,34.70,1.610,999,7644
global route,34.70,1.686,999,7644
CTS,34.70,1.638,999,7644
detailed placement,33.46,0.9693,983,7371
global placement,33.46,0.9670,983,7371
floorplan,-,0.9302,702,6814
Power is estimated from default activity; no workload was simulated.
